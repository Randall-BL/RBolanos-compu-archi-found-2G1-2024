===== run.sh =====
#!/bin/bash
# OpenROAD 26Q1-2900-gdf79404cd8, Yosys 0.63+post, stock flow scripts
make -C /OpenROAD-flow-scripts/flow DESIGN_CONFIG=/design/flow/config.mk WORK_HOME=/design/flow/orfs finish

===== config.mk =====
export PLATFORM = sky130hd
export DESIGN_NAME = TopModule
export DESIGN_NICKNAME = TopModule
export VERILOG_FILES = /design/flow/design.v
export SDC_FILE = /design/flow/constraint.sdc
export NUM_CORES = 4
export LEC_CHECK = 1
export CORE_AREA = 10 10 70 70
export DIE_AREA = 0 0 80 80

===== constraint.sdc =====
current_design TopModule

set clk_period 1.0
set clk_io_pct 0.2

create_clock -name clk0 -period $clk_period [get_ports {clk}]

set non_clock_inputs [all_inputs -no_clocks]
set_input_delay [expr $clk_period * $clk_io_pct] -clock clk0 $non_clock_inputs
set_output_delay [expr $clk_period * $clk_io_pct] -clock clk0 [all_outputs]

===== design.v =====
module Decoder_4To2bits (
    input A, B, C, D,
    output Y0, Y1
);
    wire notA, notB, notC, notD;
    wire andY0_1, andY0_2, andY0_3, andY0_4, andY0_5, andY0_6;   
    wire andY1_1, andY1_2;  												  
    not U1 (notA, A);
    not U2 (notB, B);
    not U3 (notC, C);
    not U4 (notD, D);
    and U5 (andY0_1, notA, B, notC);
    and U6 (andY0_2, notA, notC, D);
    and U7 (andY0_3, A, B, C);
    and U8 (andY0_4, A, C, D);
    and U9 (andY0_5, notA, notB, C, notD);
    and U10 (andY0_6, A, notB, notC, notD);
    or U11 (Y0, andY0_1, andY0_2, andY0_3, andY0_4, andY0_5, andY0_6);
    and U12 (andY1_1, B, D);
    and U13 (andY1_2, notB, notD);
    or U14 (Y1, andY1_1, andY1_2);
endmodule
module TopModule (
    input A, B, C, D,       
    input C2, D2,           
    input clk,              
    input reset,            
    output [6:0] seg        
);
    wire Y0_first, Y1_first;
    wire Y0_second, Y1_second;
    reg Y0_reg, Y1_reg;    
    FirtsDecoder_4to2bits U1 (
        .A(A),
        .B(B),
        .C(C),
        .D(D),
        .Y0(Y0_first),     
        .Y1(Y1_first)      
    );
    Decoder_4To2bits U2 (
        .A(Y0_first),  		 
        .B(Y1_first),  		 
        .C(C2),        
        .D(D2),
        .Y0(Y0_second),  	 
        .Y1(Y1_second)   	 
    );
    always @(posedge clk or posedge reset) begin
        if (reset) begin
            Y0_reg <= 1'b0;
            Y1_reg <= 1'b0;
        end else begin
            Y0_reg <= Y0_second;
            Y1_reg <= Y1_second;
        end
    end
    bcd_to_7seg_2bits U15 (
        .bcd({Y0_reg, Y1_reg}),   
        .seg(seg)                
    );
endmodule
module bcd_to_7seg_2bits (
    input logic [1:0] bcd,     
    output logic [6:0] seg     
);
    always_comb begin
        case (bcd)
            2'b00: seg = 7'b1000000;  
            2'b01: seg = 7'b1111001;  
            2'b10: seg = 7'b0100100;  
            2'b11: seg = 7'b0110000;  
            default: seg = 7'b1111111;  
        endcase
    end
endmodule
module FirtsDecoder_4to2bits(
    input A, B, C, D,
    output Y0, Y1
);
    wire notA, notB, notC, notD;
    wire and1, and2, and3, and4, and5, and6, or1;
    not U1 (notA, A);
    not U2 (notB, B);
    not U3 (notC, C);
    not U4 (notD, D);
    and U5 (and1, A, notB, notC, notD);   
    and U6 (and2, A, B, C, notD);         
    or  U7 (Y0, and1, and2);
    and U8 (and3, A, B, notC, notD);      
    and U9 (and4, A, B, C, notD);         
    or  U10 (Y1, and3, and4);
endmodule

==> metrics.yaml <==
status:
  outcome: "finished, violations left"
  failed_checks: "negative setup slack"
final_timing:
  rsz0062_at_grt: "true"
  finalMaxSlewViolations: 0
  layout_setup_ws_ns: -0.187
  hold_viol: 0
  clock.fmax_ghz: 0.842
  setup_viol: 6
  finalCriticalPeriod_ns: 1.19
  finalCritPeriodShare: 1.19
power_and_ir_drop:
  p_per_area_nw_per_um2: 1090
  p_seq_frac: 0.250
  switchingPower_mw: 0.0965
  peakVddDrop_v: 0.000302
  p_clk_frac: 0.436
  internal-power_mw: 0.312
  power_frac_comb: 0.314
  p_total_mw: 0.408
  p_leak_nw: 0.166
  swShare: 0.237
routing:
  post-route-drc-count: 0
  num_vias: 182
  antenna_left: 0
  routed_via_density: 2.25
  antenna_cells: 0
  drt_iter0_drc: 4
  wl_per_cell_um: 7.15
  drt_pass1_iterations: 2
  routed_wl_um: 579
place:
  pre_cts_slack_ns: -0.323
  io_buffers: 13
  placedInstanceArea_um2: 334
  dp_hpwl_um: 462
  place_congestion: 0.707
floorplan:
  floorplan.core_util: 0.0462
  chip_area_um2: 6400
  io_pins: 15
  core_um2: 3420
  die_height_um: 80
  num_rows: 21
  die_width_um: 80
logic_synthesis:
  ys_types: 15
  ys.warnings.count: 2
  synth_cells: 19
  syn_avg_cell_area_um2: 8.30
  yosysSeqAreaShare: 0.317
  netlist_area_um2: 158
  ys_cells: 19
  ys_ff: 2
  yosys_area_um2: 158
setup_path:
  critPathMaxFanout: 3
  crit_arrival_ns: 0.99
  end_kind: "output port"
  worstPathRequired_ns: 0.80
  crit_path_start_kind: "flop"
  startpoint: "Y1_reg$_DFF_PP0_"
  setup.worst_path.end: "seg[5]"
  worstSetupPathType: "flop to output port"
final_layout:
  area_growth_pct: 137
  post-route-util: 0.109
  lay_top_count: "dlygate4sd2_1"
  nFillCells: 407
  fin_area_um2: 373
  drive_gt1_frac: 0.514
  lay_top_cells: "dlygate4sd2_1, buf_2, buf_6"
global_routing:
  busiest_layer: "met1"
  met3_usage: 0.0182
  grt_max_degree: 4
  grtUsageMet2: 0.0185
  grt_overflow_total: 0
  grt_pass1_vias: 214
  track_usage: 0.0187
  antenna_found_initial: 0
  grt_pass1_wl_um: 931
  grt_util_met1: 0.0265
clock_network:
  clockBufferDepth: 2
  path_clk_slew_ns: 0.03
  cts_root_buffer: "clkbuf_4"
  cts_tree: "built"
  cts_max_level: 1
  cts_made_buffers: 3
  cts_sinks: 2
run:
  openroad.warnings: 27
  maxCapViolCount: 0
min_path:
  hold_class: "primary input to async pin"
==> cell families after synthesis <==
family,count (synthesis),share of synthesized area
AND/OR/NAND/NOR,7,0.310
AND-OR/OR-AND,2,0.0714
other,1,0.0238
flip-flops,2,0.317
buffers and inverters,5,0.167
XOR/XNOR,2,0.111
==> metrics by stage <==
step | hold slack (ns) | std cells | TNS (ns)
floorplan | -0.0588 | 19 | 0
global placement | 0.361 | 76 | -1.41
detailed placement | 0.377 | 76 | -1.56
CTS | 0.139 | 81 | -0.766
global route | 0.159 | 81 | -0.952
finish | 0.147 | 81 | -0.692
==> repair_timing <==
item	4_1_cts	5_1_grt
gates cloned	0	0
pin swaps	6	1
hold buffers	0	0
resized	32	1
buffers inserted	2	0
endpoints found under the setup margin	7	6
==> Yosys cell counts (all sizes together) <==
master  number  area share
dfrtp        2        0.32
nor2         2       0.048
nand3b       1       0.048
clkbuf       1       0.024
conb         1       0.024
buf          2       0.095
xnor2        1       0.056
inv          2       0.048
nor2b        1       0.040
a21oi        1       0.032
xor2         1       0.056
o22ai        1       0.040
or2          1       0.040
nand2b       1       0.056
nor3b        1       0.079
==> worst max-delay path, stage by stage (launching register included) <==
cell,delay (ns)
dfrtp_1,0.40
or2_4,0.26
buf_6,0.10
==> layer usage <==
layer / up-vias / wire length, µm
met2: 16 / 158
met5: - / 0
li1: 90 / -
met4: 0 / 0
met3: 0 / 98
met1: 76 / 322
==> power groups by stage <==
| stage | Clock, mW | Combinational, mW | Sequential (mW) |
|---|---|---|---|
| 4_1_cts | 0.193 | 0.123 | 0.102 |
| 5_1_grt | 0.205 | 0.142 | 0.103 |
| 6_report | 0.178 | 0.128 | 0.102 |
==> worst min path at each step <==
stage,end,slack [ns]
CTS,Y1_reg$_DFF_PP0_,0.14
global route,Y1_reg$_DFF_PP0_,0.16
finish,Y1_reg$_DFF_PP0_,0.15
==> cell type report <==
type	count	area, µm²	area share
repair buffers	16	136	0.366
clock buffers	3	22.5	0.0604
flip-flops and latches	2	50.0	0.134
multi-input cells	12	98.8	0.265
well taps	46	57.6	0.154
inverters	2	7.51	0.0201
Power figures rest on the tool's default switching activity, not on a simulated workload.
